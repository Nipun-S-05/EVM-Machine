$ cat /design/flow/design.v
`timescale 1ns/1ps
module button_control(clk,rst,button,valid_vote);
input clk,rst,button;
output reg valid_vote;
reg [30:0]counter;
always@(posedge clk)begin 
	if(rst) counter<=0;
	else begin 
		if(button && counter<11) counter<=counter+1;
		else if(button!=0) counter<=0;
	end
end
always@(posedge clk)begin 
	if(rst) valid_vote<=1'b0;
	else begin 
		if(counter==10) valid_vote<=1'b1;
		else valid_vote<=1'b0;
	end
end
endmodule
module mode_control(
input clk,rst,mode,valid_vote_casted,
input [7:0] cand1_vote,cand2_vote,cand3_vote,cand4_vote,
input cand1_button_press,cand2_button_press,cand3_button_press,cand4_button_press,
output reg [7:0] leds);
reg [30:0]counter;
always@(posedge clk)begin 
	if(rst) counter<=0;
	else if(valid_vote_casted) counter<=counter+1;
	else if(counter!=0 && counter<10) counter=counter+1;
	else counter<=0;
end
always@(posedge clk)begin 
	if(rst) leds <=0;
	else begin 
		if(mode==0 && counter>0) leds <=8'hFF;
		else if(mode==0) leds <=8'h00;
		else if(mode==1) begin 
			if(cand1_button_press) leds<=cand1_vote;
			else if(cand2_button_press) leds<=cand2_vote;
			else if(cand3_button_press) leds<=cand3_vote;
			else if(cand4_button_press) leds<=cand4_vote;
		end
	end
end
endmodule
module Voter_Logger( clk,rst,mode,cand1_valid_vote,cand2_valid_vote,cand3_valid_vote,cand4_valid_vote, cand1_vote_rcvd,cand2_vote_rcvd,cand3_vote_rcvd,cand4_vote_rcvd);
input clk,rst,mode;
input cand1_valid_vote;
input cand2_valid_vote;
input cand3_valid_vote;
input cand4_valid_vote;
output reg  [7:0] cand1_vote_rcvd,cand2_vote_rcvd,cand3_vote_rcvd,cand4_vote_rcvd;
always@(posedge clk)begin 
	if(rst) begin 
		cand1_vote_rcvd <=0;
		cand2_vote_rcvd <=0;
		cand3_vote_rcvd <=0;
		cand4_vote_rcvd <=0;
	end
	else begin 
		if(cand1_valid_vote && mode==0) cand1_vote_rcvd<=cand1_vote_rcvd+1;
		else if(cand2_valid_vote && mode==0) cand2_vote_rcvd<=cand2_vote_rcvd+1;
		else if(cand3_valid_vote && mode==0) cand3_vote_rcvd<=cand3_vote_rcvd+1;
		else if(cand4_valid_vote && mode==0) cand4_vote_rcvd<=cand4_vote_rcvd+1;
	end
end
endmodule
module voting_machine(clk,rst,mode,button1,button2,button3,button4,led);
input clk,rst,mode,button1,button2,button3,button4;
output  [7:0] led;
wire [7:0]cand1_vote_rcvd;
wire [7:0]cand2_vote_rcvd;
wire [7:0]cand3_vote_rcvd;
wire [7:0]cand4_vote_rcvd;
wire valid_vote1;
wire valid_vote2;
wire valid_vote3;
wire valid_vote4;
wire any_valid_vote;
assign any_valid_vote=valid_vote1|valid_vote2|valid_vote3|valid_vote4;
button_control bc1(.clk(clk),.rst(rst),.button(button1),.valid_vote(valid_vote1));
button_control bc2(.clk(clk),.rst(rst),.button(button2),.valid_vote(valid_vote2));
button_control bc3(.clk(clk),.rst(rst),.button(button3),.valid_vote(valid_vote3));
button_control bc4(.clk(clk),.rst(rst),.button(button4),.valid_vote(valid_vote4));
Voter_Logger vl(.clk(clk),
.rst(rst),
.mode(mode),
.cand1_valid_vote(valid_vote1),
.cand2_valid_vote(valid_vote2),
.cand3_valid_vote(valid_vote3),
.cand4_valid_vote(valid_vote4),
.cand1_vote_rcvd(cand1_vote_rcvd),
.cand2_vote_rcvd(cand2_vote_rcvd),
.cand3_vote_rcvd(cand3_vote_rcvd),
.cand4_vote_rcvd(cand4_vote_rcvd));
mode_control mc(.clk(clk),
.rst(rst),
.mode(mode),
.valid_vote_casted(any_valid_vote),
.cand1_vote(cand1_vote_rcvd),
.cand2_vote(cand2_vote_rcvd),
.cand3_vote(cand3_vote_rcvd),
.cand4_vote(cand4_vote_rcvd),
.cand1_button_press(valid_vote1),
.cand2_button_press(valid_vote2),
.cand3_button_press(valid_vote3),
.cand4_button_press(valid_vote4),
.leds(led));
endmodule
$ cat /design/flow/config.mk
export PLATFORM = sky130hd
export DESIGN_NAME = voting_machine
export DESIGN_NICKNAME = voting_machine
export VERILOG_FILES = /design/flow/design.v
export SDC_FILE = /design/flow/constraint.sdc
export NUM_CORES = 4
export LEC_CHECK = 1
export CORE_UTILIZATION = 40
$ cat /design/flow/run.sh
#!/bin/bash
# OpenROAD 26Q1-2900-gdf79404cd8, Yosys 0.63+post, stock flow scripts
make -C /OpenROAD-flow-scripts/flow DESIGN_CONFIG=/design/flow/config.mk WORK_HOME=/design/flow/orfs finish
$ cat /design/flow/constraint.sdc
current_design voting_machine

set clk_period 4.7
set clk_io_pct 0.2

create_clock -name clk0 -period $clk_period [get_ports {clk}]

set non_clock_inputs [all_inputs -no_clocks]
set_input_delay [expr $clk_period * $clk_io_pct] -clock clk0 $non_clock_inputs
set_output_delay [expr $clk_period * $clk_io_pct] -clock clk0 [all_outputs]
==> impl_metrics.yaml <==
# implementation run metrics
worst_setup_path:
  setup.worst_path.end_class: "flip-flop"
  path_buffers: 1
  cp_cell_sequence: "clkdlybuf4s50_1 > nor4b_4 > nand4_1 > or3_1 > a21oi_1"
  cp_slowest_cell: "sky130_fd_sc_hd__clkdlybuf4s50_1"
  maximum_cell_stage_delay_along_the_critical_path_ns: 0.67
  crit_family: "simple AND/OR/NAND/NOR gates"
  startpoint_type: "primary input"
  path_max_fanout: 12
  r2r-start: "bc1.valid_vote"
  cp.arrival_ns: 2.87
  timing_worst_setup_path_type: "primary input to flip-flop"
  timing.critical_path.from: "mode"
  worst_ep_required_time_ns: 5.06
run:
  cap_viol_max_count: 0
  warnings: 30
global_routing:
  number_of_global_route_vias_before_repair: 4909
  grt_overflow: 0
  antenna_found_initial: 0
  global_route.usage.total_pct: 14.5
  grt_start_max_net_pins: 32
  global_route_wire_length_before_repair_um: 23400
clock_tree:
  htreeDepth: 4
  clkSinkCount: 199
  post_cts.repair.setup_buffers: 0
  clock-root-buffer: "sky130_fd_sc_hd__clkbuf_16"
  cts_resized: 0
  cts_made_buffers: 17
  cts_hold_repair.buffers: 0
  clkLatencyLatePin_ns: 0.43
  tritoncts_clock_tree: "built"
  clock_path_buffers: 2
  cts.clk_slew.worst_paths_ns: 0.07
pwr:
  p_sw_w: 0.000716
  share_of_total_power_in_sequential_cells_pct: 52.5
  static-leakage-power_nw: 3.29
  share_of_total_power_in_combinational_logic_pct: 2.0
  switching_share_of_total_power_pct: 22.1
  power.density_nw_per_um2: 369
  cellInternalPower_w: 0.00253
  peakVddDrop_uv: 228
  share_clk_of_total_power_pct: 45.5
logic_synthesis:
  flop_cell: "sky130_fd_sc_hd__dfxtp_1"
  yosys_cells: 829
  synthCells: 829
  synth.yosys.seq_area_share_pct: 51.0
  synth_top_area_share_pct: 51.0
  synth-edff-count: 0
  post_synth_design_cell_area_um2: 7810
  netlist-cell-type-count: 51
  postSynthRegisterBits: 199
  yosys_warnings: 3
  yosys-stat-area_um2: 7810
  async_reset_ff_share_pct: 0
  yosysTopAreaCell: "sky130_fd_sc_hd__dfxtp_1"
  postSynthAreaPerCell_um2: 9.42
  post_synth_main_area_contributors: "sky130_fd_sc_hd__dfxtp_1, sky130_fd_sc_hd__and2_1, sky130_fd_sc_hd__xor2_1"
finish:
  post-route-cell-area_um2: 8800
  final_layout_size_suffix_gt1_share_pct: 7.06
  flow.area_growth_from_synthesis_pct: 12.6
  fillCellCount: 1777
  post_layout_nonfiller_instances: 1110
floorplanning:
  boundaryPins: 15
  chipArea_um2: 20100
  die_y_um: 142
  core_area_um2: 18900
  initial_utilization_pct: 41.3
  placement_rows: 50
  die_x_size_um: 142
drt:
  dr.pass1.iters: 6
  drt-initial-drc-count: 227
  routedWlPerCell_um: 12.0
  detail_route.wirelength_um: 13400
  insertedDiodeCount: 0
  count_of_antenna_violating_nets_left_after_detailed_routing: 0
  vias_per_cell: 4.83
  num_vias: 5362
  detail_route.drc_violations: 0
timing:
  final-max-slew-violation-count: 0
  rsz0062_at_grt: "no"
  measured_slew_at_the_worst_slew_check_pin_ns: 0.699
  finalCriticalPeriod_ns: 2.51
  worst_slack_ns: 2.19
  setup_violations: 0
  finalHoldViolCount: 0
  fmaxAchievable_ghz: 0.399
  layout_worst_path_cycle_share_pct: 53.4
  hold_ws_ns: 0.459
  total_negative_slack_for_setup_checks_ns: 0
  skew_ns: 0.0124
  timing.slew.headroom_pct: 53.2
placed_design:
  place_area_um2: 8190
  numPortBuffers: 14
  dp.cells: 1078
  placement.setup.worst_slack_ns: 1.75
  place_hpwl_um: 8820
  place.gp.congestion: 0.801
worst_hold_path:
  hold_start: "mc.counter[0]"
  worst_hold_path_type: "flip-flop to flip-flop"
outcome:
  status: "complete, no violations"
-- power groups by stage --
stage	Clock, W	Combinational (W)	Sequential [W]
after CTS	0.00152	0.0000661	0.00170
after global routing	0.00159	0.0000751	0.00170
final	0.00148	0.0000650	0.00170
-- cells in the final DEF (no fill, tap or decap), types with 17 or more instances in the layout --
master and count:
sky130_fd_sc_hd__and2_1 102, sky130_fd_sc_hd__o21ai_0 22, sky130_fd_sc_hd__dfxtp_1 199, sky130_fd_sc_hd__nand3_1 34, sky130_fd_sc_hd__clkbuf_16 17, sky130_fd_sc_hd__nor4_1 33, sky130_fd_sc_hd__nor2_1 87, sky130_fd_sc_hd__nand4_1 35
sky130_fd_sc_hd__xor2_1 40, sky130_fd_sc_hd__nand2_1 48, sky130_fd_sc_hd__nand2b_1 20, sky130_fd_sc_hd__a21oi_1 28
-- worst paths after layout --
kind                                               to  slack (ns)  cells after the start
worst max-delay path            vl.cand3_vote_rcvd[7]        2.19                      5
worst min-delay path                    mc.counter[0]        0.46                      1
worst max register to register          mc.counter[4]        2.60                      6
worst min register to register          mc.counter[0]        0.46                      1
-- state kept, by name, summed over array words and instances, names as in the netlist --
| signal | flops |
|---|---|
| bc2.valid_vote | 1 |
| bc3.counter | 31 |
| bc4.counter | 31 |
| vl.cand2_vote_rcvd | 8 |
| bc1.counter | 31 |
| bc3.valid_vote | 1 |
| vl.cand4_vote_rcvd | 8 |
| bc1.valid_vote | 1 |
| bc4.valid_vote | 1 |
| mc.counter | 31 |
| mc.leds | 8 |
| vl.cand3_vote_rcvd | 8 |
| vl.cand1_vote_rcvd | 8 |
| bc2.counter | 31 |
-- logic make-up after synthesis --
group | after synthesis | synth area share, %
fa+ha+maj | 14 | 2.24
buf+inv | 40 | 2.11
compound gates | 75 | 5.64
flops | 199 | 51.0
xor+xnor | 53 | 5.94
simple gates | 432 | 30.9
mux | 16 | 2.11
-- layer usage --
metal / up-vias / routed length, µm / global-route usage [%]
met4: 0 / 149 / 1.64
met1: 2438 / 7320 / 23.9
li1: 2876 / - / -
met2: 38 / 5530 / 20.8
met5: - / 0 / 0
met3: 10 / 355 / 2.61
-- worst reg2reg max path, stage by stage (launching register included) --
cell and delay (ns):
sky130_fd_sc_hd__dfxtp_1 0.51, sky130_fd_sc_hd__or2_0 0.42, sky130_fd_sc_hd__nor3_4 0.40, sky130_fd_sc_hd__o31ai_1 0.14
sky130_fd_sc_hd__nand2b_1 0.09, sky130_fd_sc_hd__buf_4 0.32, sky130_fd_sc_hd__nor2_1 0.10
-- per-stage QoR --
stage               power (W)  utilization (%)
finish                0.00324             46.6
global route          0.00337             46.6
CTS                   0.00329             46.6
detailed placement    0.00181             43.3
global placement      0.00181             43.3
floorplan             0.00178                -
-- cell usage after synthesis (2+ instances only) --
library cell and number:
sky130_fd_sc_hd__a21oi_1 28, sky130_fd_sc_hd__xor2_1 40, sky130_fd_sc_hd__and3_1 14, sky130_fd_sc_hd__nor2_1 87
sky130_fd_sc_hd__or3_1 7, sky130_fd_sc_hd__nor2b_1 14, sky130_fd_sc_hd__or4_1 2, sky130_fd_sc_hd__nor3_1 10
sky130_fd_sc_hd__nor4_1 33, sky130_fd_sc_hd__xnor2_1 13, sky130_fd_sc_hd__mux2_2 4, sky130_fd_sc_hd__nand2_1 48
sky130_fd_sc_hd__nor3_4 2, sky130_fd_sc_hd__ha_1 14, sky130_fd_sc_hd__inv_1 9, sky130_fd_sc_hd__a21o_1 6
sky130_fd_sc_hd__clkbuf_1 17, sky130_fd_sc_hd__or3b_1 2, sky130_fd_sc_hd__nand2b_1 20, sky130_fd_sc_hd__and4_1 6
sky130_fd_sc_hd__o21ai_0 22, sky130_fd_sc_hd__a21oi_2 3, sky130_fd_sc_hd__mux2i_1 12, sky130_fd_sc_hd__buf_2 6
sky130_fd_sc_hd__nand4_1 35, sky130_fd_sc_hd__o31ai_1 3, sky130_fd_sc_hd__nand3_1 34, sky130_fd_sc_hd__a31oi_1 4
sky130_fd_sc_hd__a211oi_1 4, sky130_fd_sc_hd__dfxtp_1 199, sky130_fd_sc_hd__clkbuf_2 3, sky130_fd_sc_hd__buf_1 4
sky130_fd_sc_hd__nand4b_1 2, sky130_fd_sc_hd__or2_2 4, sky130_fd_sc_hd__and2_1 102
-- final cells by class --
cell class	instances	area [µm²]	share of cell area, %
multi-input combinational	590	3660	41.6
tap	260	325	3.70
clock inverter	15	188	2.13
timing repair buffer	20	180	2.05
clock buffer	17	425	4.84
inverter	9	33.8	0.384
sequential	199	3980	45.3
No activity file was given, so power comes from the tool's default toggle rates.
